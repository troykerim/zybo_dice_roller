`/design/flow/design.v`:
```
`timescale 1ns / 1ps
module dice_roller_top(
    input wire clk,               
    input wire rst,               
    input wire roll,              
    output wire [6:0] seg,        
    output reg [1:0] an           
);
    reg [2:0] dice_val_1 = 3'd0;  
    reg [2:0] dice_val_2 = 3'd0;  
    reg display_toggle = 0;       
    reg [3:0] current_digit;
    wire [6:0] segment_out;
    reg [15:0] refresh_cnt = 0;
    wire refresh_clk = refresh_cnt[15];
    reg [1:0] roll_shift;
    wire roll_rise;
    always @(posedge clk)
        roll_shift <= {roll_shift[0], roll};
    assign roll_rise = (roll_shift == 2'b01);
    reg [3:0] lfsr = 4'b1011;
    always @(posedge clk or posedge rst) begin
        if (rst)
            lfsr <= 4'b1011;
        else if (roll_rise)
            lfsr <= {lfsr[2:0], lfsr[3] ^ lfsr[2]};
    end
    wire [2:0] dice_out = (lfsr % 6) + 1;
    always @(posedge clk) begin
        if (rst) begin
            dice_val_1 <= 3'd0;
            dice_val_2 <= 3'd0;
            display_toggle <= 0;
        end else if (roll_rise) begin
            display_toggle <= ~display_toggle;
            if (!display_toggle)
                dice_val_1 <= dice_out;
            else
                dice_val_2 <= dice_out;
        end
    end
    always @(posedge clk)
        refresh_cnt <= refresh_cnt + 1;
    always @(posedge refresh_clk) begin
        if (!display_toggle) begin
            an <= 2'b01;
            current_digit <= dice_val_1;
        end else begin
            an <= 2'b10;
            current_digit <= dice_val_2;
        end
    end
    ssd_driver ssd_inst (
        .dig(current_digit),
        .segment(segment_out)
    );
    assign seg = segment_out;
endmodule
`timescale 1ns / 1ps
module ssd_driver(
input wire[3:0] dig,
output wire [6:0] segment
    );
reg[6:0] segment_reg;
always @*
begin
case (dig[3:0])
      4'b0000: segment_reg = 7'b1111110;
      4'b0001: segment_reg = 7'b0110000;
      4'b0010: segment_reg = 7'b1101101;
      4'b0011: segment_reg = 7'b1111001;
      4'b0100: segment_reg = 7'b0110011;
      4'b0101: segment_reg = 7'b1011011;
      4'b0110: segment_reg = 7'b1011111;
      4'b0111: segment_reg = 7'b1110000;
      4'b1000: segment_reg = 7'b1111111;
      4'b1001: segment_reg = 7'b1110011;
      4'b1010: segment_reg = 7'b1110111;
      4'b1011: segment_reg = 7'b0011111;
      4'b1100: segment_reg = 7'b1001110;
      4'b1101: segment_reg = 7'b0111101;
      4'b1110: segment_reg = 7'b1001111;
      4'b1111: segment_reg = 7'b1000111;
      default : segment_reg = 7'b0000101;
    endcase 
end
assign segment = segment_reg;
endmodule
```
`/design/flow/run.sh`:
```
#!/bin/bash
# OpenROAD 26Q1-2900-gdf79404cd8, Yosys 0.63+post, stock flow scripts
make -C /OpenROAD-flow-scripts/flow DESIGN_CONFIG=/design/flow/config.mk WORK_HOME=/design/flow/orfs finish
```
`/design/flow/config.mk`:
```
export PLATFORM = sky130hd
export DESIGN_NAME = dice_roller_top
export DESIGN_NICKNAME = dice_roller_top
export VERILOG_FILES = /design/flow/design.v
export SDC_FILE = /design/flow/constraint.sdc
export NUM_CORES = 4
export LEC_CHECK = 1
export CORE_AREA = 10 10 99 99
export DIE_AREA = 0 0 109 109
```
`/design/flow/constraint.sdc`:
```
current_design dice_roller_top

set clk_period 3.8
set clk_io_pct 0.2

create_clock -name clk0 -period $clk_period [get_ports {clk}]

set non_clock_inputs [all_inputs -no_clocks]
set_input_delay [expr $clk_period * $clk_io_pct] -clock clk0 $non_clock_inputs
set_output_delay [expr $clk_period * $clk_io_pct] -clock clk0 [all_outputs]
```
==> impl_metrics.tcl <==
# yosys + openroad results
set metrics [dict create \
    outcome "completed" \
    coreArea_sq_um 7727 \
    drc 0 \
    pwr-share-clk_pct 40.7 \
    min_from "roll_shift[0]" \
    area_leaders "dfxtp_1 45%, ha_1 7.5%, dfstp_2 5.2%" \
    antenna_found_initial 0 \
    total_power_mw 0.5653 \
    lay_top_cells "34 x dfxtp_1, 14 x nand2_1, 11 x clkdlybuf4s50_1" \
    synth_warnings 2 \
    vias 945 \
    fp-row-count 32 \
    max-slew-margin-rel_pct 64.07 \
    final_common_cell "dfxtp_1" \
    post_route_cells_drive_above_1_share_pct 9.938 \
    power_density_nw_per_um2 311.6 \
    cts_resized 0 \
    max-cap-violations 0 \
    max_stage_delay_ns 0.58 \
    p_int_mw 0.4490 \
    dp_cells 255 \
    fin_util_pct 23.48 \
    tightest_slew_ns 0.5239 \
    critPathSlowestCell "dfstp_2" \
    finalSetupViolations 0 \
    edf_count 0 \
    initCoreUtil_pct 19.53 \
    rr_endpoint "dice_val_2[2]" \
    ff2ff_path_depth 8 \
    worst_path_most_repeated_cell "ha_1" \
    crit_required_ns 4.00 \
    layout_min_cycle_time_ns 2.031 \
    clock_latency_ns 0.27 \
    htreeDepth 2 \
    drt_iter0_drc 39 \
    post_cts_buffers 0 \
    hold_ws_ns 0.3690 \
    unclocked_pins 9 \
    worstHoldPathCells 0 \
    post-dp-hpwl_microns 1591 \
    firstDrtPassIters 4 \
    numCtsBuffers 5 \
    path_clk_slew_ns 0.06 \
    portBuffers 11 \
    yosys_cells 145 \
    synth.avg_cell_area_sq_um 10.41 \
    routed_via_density 3.593 \
    ys.flop_type "dfxtp_1" \
    stdcell_count 263 \
    cp.arrival_ns 2.23 \
    overflow 0 \
    r2r-start "lfsr[3]" \
    crit_type "flip-flop to flip-flop" \
    rrSetupSlack_ns 1.77 \
    hold_violations 0 \
    grt_start_max_net_pins 11 \
    seq_power_share_pct 55.4 \
    warning_count 29 \
    grt_use_total_pct 3.592 \
    routedWlPerCell_microns 8.046 \
    finalSetupTns_ns 0 \
    fin_crit_sh_pct 53.45 \
    die.size.y_microns 109 \
    ys_seq_share_pct 51.99 \
    untimed_endpoints 18 \
    p_leak_nw 0.7231 \
    critPathMaxFanout 8 \
    switching_power_mw 0.1163 \
    io_pins 12 \
    drt_wl_total_microns 2116 \
    fin_skew_ns 0.003153 \
    syn_inst 145 \
    drtAntennaViolNets 0 \
    gp_congestion 0.7905 \
    synthesis.area_sq_um 1509 \
    hold_buffers 0 \
    grt_pass1_wl_microns 3650 \
    endpoint_kind "flip-flop" \
    min_path_type "flip-flop to flip-flop" \
    rsz0062_at_grt "no" \
    yosys_area_sq_um 1509 \
    cts_tree "yes" \
    yosysUniqueCellTypes 32 \
    cts_buffer_depth 2 \
    crit_path_start_kind "flip-flop" \
    swShare_pct 20.57 \
    slew_viol_final 0 \
    clockRootBuffer "clkbuf_8" \
    min_to "roll_shift[1]" \
    vdd_drop_max_v 0.0001079 \
    diodes 0 \
    async_reset_ff_share_pct 10.53 \
    die_w_microns 109 \
    synth_top_area_share_pct 45.11 \
    synth.largest_area_cell "dfxtp_1" \
    die-area_sq_um 11880 \
    area_growth_pct 20.23 \
    first_global_vias 832 \
    worstPathCellList "ha_1 > nand4b_1 > nand2_1 > o211a_1 > a21oi_1 > ha_1 > a211o_1 > a31oi_1" \
    fmax_mhz 492.3 \
    p_comb_share_pct 3.9 \
    numSynthFlops 38 \
]
==> cell usage after synthesis (all sizes together), types with 2 or more instances <==
cell type / instances
nand2: 14
nand2b: 5
a31oi: 2
ha: 9
nor3: 2
mux2i: 5
o21ai: 5
mux2: 4
inv: 9
dfxtp: 34
a21oi: 7
and3: 2
nor2: 8
xnor2: 9
dfstp: 3
clkbuf: 2
nand4: 2
nand3: 9
xor2: 5
==> power groups by stage <==
stage,clock network (mW),registers (mW),logic (mW)
global route,0.254,0.314,0.0264
finish,0.230,0.313,0.0221
CTS,0.240,0.313,0.0225
==> critical path, delay by kind of cell (launching register included) <==
kind | cells | cell delay, ns
compound gates | 4 | 0.61
flops | 1 | 0.58
fa+ha+maj | 2 | 0.43
simple gates | 2 | 0.33
==> how the worst max path moves through the flow <==
stage / startpoint / end / slack (ns) / cells after the start
4_1_cts: lfsr[3] / dice_val_2[2] / 1.77 / 8
5_1_grt: lfsr[3] / dice_val_1[2] / 1.67 / 8
6_report: lfsr[3] / dice_val_2[2] / 1.77 / 8
==> metal layers <==
layer	global-route usage [%]	share of wire [%]	vias up
met5	0	0	-
li1	-	-	523
met2	5.141	40	25
met4	0.8475	2.4	0
met3	1.195	7.3	4
met1	5.145	50	393
==> area by class of cell <==
cell class,instances,area (sq um)
sequential,38,784.5
inverter,9,33.78
fill,804,5913
tap,102,127.6
multi-input combinational,95,678.2
timing repair buffer,11,110.1
clock buffer,8,80.08
==> state kept, by name (all words and copies together), names as in the netlist <==
| signal | flops |
|---|---|
| roll_shift | 2 |
| lfsr | 4 |
| dice_val_2 | 3 |
| display_toggle | 1 |
| dice_val_1 | 3 |
| refresh_cnt | 16 |
| an | 2 |
| seg | 7 |
==> metrics by stage <==
step	worst slack, ns	instance area [sq um]
6_report	1.769	1814
5_1_grt	1.672	1814
4_1_cts	1.766	1814
3_5_place_dp	1.789	1734
3_3_place_gp	1.848	1734
2_1_floorplan	1.911	1509
==> cell families (layout without fill, tap and decap cells) <==
logic type | count (synthesis) | count (layout) | share of synthesized area (%)
xor+xnor | 14 | 14 | 8.126
fa+ha+maj | 9 | 9 | 7.463
buf+inv | 12 | 28 | 3.068
mux | 9 | 9 | 6.550
simple gates | 46 | 46 | 16.25
flops | 38 | 38 | 51.99
compound gates | 17 | 17 | 6.550
Power is estimated from default activity; no workload was simulated.
