**design.v**
```verilog
`timescale 1ns / 1ps
module dice_roller(
    input wire clk,
    input wire rst,
    input wire roll,              
    output reg [2:0] dice         
);
    reg [3:0] lfsr = 4'b1011;     
    always @(posedge clk or posedge rst) begin
        if (rst)
            lfsr <= 4'b1011;      
        else if (roll) begin
            lfsr <= {lfsr[2:0], lfsr[3] ^ lfsr[2]};
        end
    end
    always @(*) begin
        case (lfsr % 6)
            0: dice = 3'd1;
            1: dice = 3'd2;
            2: dice = 3'd3;
            3: dice = 3'd4;
            4: dice = 3'd5;
            5: dice = 3'd6;
            default: dice = 3'd1;
        endcase
    end
endmodule
```
**run.sh**
```bash
#!/bin/bash
# OpenROAD 26Q1-2900-gdf79404cd8, Yosys 0.63+post, stock flow scripts
make -C /OpenROAD-flow-scripts/flow DESIGN_CONFIG=/design/flow/config.mk WORK_HOME=/design/flow/orfs finish
```
**config.mk**
```make
export PLATFORM = sky130hd
export DESIGN_NAME = dice_roller
export DESIGN_NICKNAME = dice_roller
export VERILOG_FILES = /design/flow/design.v
export SDC_FILE = /design/flow/constraint.sdc
export NUM_CORES = 4
export LEC_CHECK = 1
export CORE_AREA = 10 10 70 70
export DIE_AREA = 0 0 80 80
```
**constraint.sdc**
```tcl
current_design dice_roller

set clk_period 1.9
set clk_io_pct 0.2

create_clock -name clk0 -period $clk_period [get_ports {clk}]

set non_clock_inputs [all_inputs -no_clocks]
set_input_delay [expr $clk_period * $clk_io_pct] -clock clk0 $non_clock_inputs
set_output_delay [expr $clk_period * $clk_io_pct] -clock clk0 [all_outputs]
```
==> flow_metrics.py <==
# Flow results
metrics = {
    "placement": {
        "dp_cells": 110,
        "port_buffers": 5,
        "place_congestion": 0.763,
        "place_area_sq_um": 647,
        "hpwlAfterDp_um": 782,
    },
    "global_routing": {
        "grtUsageTotal": 0.0317,
        "grt_pass1_wl_um": 1800,
        "grt_max_degree": 12,
        "grt_overflow_total": 0,
        "first_global_vias": 438,
        "antenna_found_initial": 0,
    },
    "synthesis": {
        "synth_warnings": 1,
        "ys_async_sr_fraction": 1.00,
        "synth_flop_count": 4,
        "ys_cells": 52,
        "yosys_area_sq_um": 473,
        "syn_area_sq_um": 473,
        "flop_cell": "dfstp_2",
        "synth-edff-count": 0,
        "netlist_instances": 52,
        "synth_seq_share": 0.220,
        "synth_area_per_cell_sq_um": 9.10,
        "synth_cell_type_count": 32,
    },
    "power_and_ir_drop": {
        "p_leak_nw": 0.298,
        "peakVddDrop_v": 0.000560,
        "p_per_area_nw_per_um2": 1480,
        "fin_total_pwr_mw": 1.05,
    },
    "timing": {
        "finClkSkew_ns": 0.00725,
        "setup_tns_ns": -2.62,
        "finalCritPeriodShare": 1.48,
        "tightest_slew_ns": 0.232,
        "fmax_ghz": 0.355,
        "maxSlewViolCount": 0,
        "report.final.setup_viol": 3,
        "rsz0062_at_grt": "true",
        "setup_slack_ns": -0.919,
        "relSlewSlack": 0.845,
        "finalWorstPathRequiredPeriod_ns": 2.82,
        "hold_violations": 0,
    },
    "layout": {
        "finalInstanceArea_sq_um": 706,
        "largest_register_ffs": 4,
        "largest_register": "lfsr",
        "drive_gt1_frac": 0.507,
        "area_growth_syn_to_layout_pct": 49.2,
        "largestRegisters": "lfsr (4)",
        "utilization": 0.207,
        "finalNonFillerCells": 117,
    },
    "worst_setup_path": {
        "worstSetupPathType": "reg -> out",
        "path_cells": "ha_4, or3b_4, mux2i_1, ha_2, buf_6, nand4b_1, o22ai_1, o31a_1, buf_2",
        "cp-start-kind": "flop",
        "cp-end-kind": "output port",
        "arrival_ns": 2.44,
        "cpMaxStageDelayCell": "dfstp_2",
        "critical-path-max-stage-delay_ns": 0.55,
        "worstPathMaxFanout": 3,
        "required_ns": 1.52,
    },
    "detailed_routing": {
        "drt-vias-per-instance": 3.74,
        "vias": 437,
        "antenna_cells": 0,
        "wl_per_cell_um": 9.02,
        "wl_met2_um": 490,
        "drt_wl_total_um": 1060,
        "drt-pass1-iter-count": 4,
        "routed.top_layer": "met3",
        "wl_met1_um": 516,
        "drcViolationCount": 0,
        "dr_wl_met3_um": 48,
        "drt_iter0_markers": 12,
        "antenna_left": 0,
    },
    "clock_tree": {
        "root_buffer": "clkbuf_4",
        "clockBufferDepth": 2,
        "cts_made_buffers": 3,
        "cts_hold_buf": 0,
        "cts.reportedPaths.clkPinSlew_ns": 0.04,
        "cts.sinks": 4,
        "htree_levels": 1,
        "cts_tree": "done",
        "clkLatencyLatePin_ns": 0.24,
    },
    "hold_path": {
        "hp-class": "in -> async",
    },
    "floorplan": {
        "chipArea_sq_um": 6400,
        "chipHeight_um": 80,
        "fp_util": 0.138,
        "io_pins": 6,
        "fp.dieW_um": 80,
        "num_rows": 21,
        "core_sq_um": 3420,
    },
    "status": {
        "failed_checks": "negative setup slack",
        "status": "finished, violations left",
    },
    "run": {
        "warning_count": 29,
        "cap_violations": 0,
    },
}
final cells by class:
class,instances,area (sq um)
fillers,382,2710
multi-input cells,40,355
repair buffers,20,151
flip-flops and latches,4,104
well taps,46,57.6
clock buffers,4,26.3
inverters,3,11.3
final timing paths:
path | start | endpoint | depth (start not counted) | slack [ns]
max in group asynchronous | rst | lfsr[0] | 2 | 1.34
setup reg to reg | lfsr[3] | lfsr[0] | 4 | 0.58
setup / recovery | lfsr[3] | dice[2] | 9 | -0.92
hold / removal | rst | lfsr[2] | 2 | 0.33
min in group clk0 | lfsr[0] | lfsr[1] | 3 | 0.66
hold reg to reg | lfsr[0] | lfsr[1] | 3 | 0.66
placed cells by master (no fill, tap or decap), drive strengths merged, types with 2 or more instances in the layout:
master	count
buf	18
clkbuf	4
clkdlybuf4s50	2
dfstp	3
ha	4
inv	3
nand2	8
nand2b	2
nand4b	2
nor2	4
o21ai	2
cells by family after synthesis:
| kind of cell | count (synthesis) | share of synthesized area |
|---|---|---|
| AND/OR/NAND/NOR | 20 | 0.249 |
| buffers and inverters | 8 | 0.119 |
| AND-OR/OR-AND | 13 | 0.243 |
| adder cells (fa/ha/maj) | 4 | 0.106 |
| flip-flops | 4 | 0.220 |
| XOR/XNOR | 1 | 0.0185 |
| multiplexers | 2 | 0.0450 |
synth_stat cells, drive strengths merged, types with 2 or more instances:
master  n  area [sq um]
buf     3          30.0
dfstp   3          78.8
ha      4          50.1
inv     3          11.3
nand2   8          30.0
nand2b  2          20.0
nand4b  2          17.5
nor2    4          15.0
o21ai   2          10.0
worst max-delay path, delay by kind of cell (launching register included):
| kind | cells | cell delay (ns) |
|---|---|---|
| AOI/OAI and AO/OA | 2 | 0.29 |
| adders and majority gates | 2 | 0.43 |
| and+or+nand+nor | 2 | 0.55 |
| buffers and inverters | 2 | 0.22 |
| muxes | 1 | 0.17 |
| DFF | 1 | 0.55 |
routing by layer:
layer | vias up | global-route usage
met3 | 0 | 0.00568
li1 | 227 | -
met5 | - | 0
met4 | 0 | 0.00528
met2 | 10 | 0.0498
met1 | 200 | 0.0446
power breakdown:
part	leakage, nW	total, mW	switching [mW]	internal, mW
logic	0.239	0.770	0.349	0.420
registers	0.0434	0.162	0.0247	0.137
clock network	0.0150	0.114	0.0352	0.0788
total	0.298	1.05	0.409	0.636
stage by stage:
| stage | setup slack (ns) | hold slack [ns] |
|---|---|---|
| after global routing | -1.01 | 0.341 |
| after CTS | -0.972 | 0.323 |
| after detailed placement | -1.10 | 0.574 |
| final | -0.919 | 0.329 |
| after floorplan | -0.421 | 0.144 |
| after global placement | -1.08 | 0.582 |
what timing repair did:
action | in CTS | in global routing
endpoints found under the hold margin | 0 | 0
pin swaps | 8 | 6
setup buffers | 4 | 0
gates cloned | 0 | 0
gates resized | 12 | 4
endpoints found under the setup margin | 3 | 3
Power and IR drop assume default switching activity.
